**./config.mk**
```make
export PLATFORM = sky130hd
export DESIGN_NAME = pulse_gen_tim
export DESIGN_NICKNAME = pulse_gen_tim
export VERILOG_FILES = /design/flow/design.v
export SDC_FILE = /design/flow/constraint.sdc
export NUM_CORES = 4
export LEC_CHECK = 1
export CORE_UTILIZATION = 40
```
**./constraint.sdc**
```tcl
current_design pulse_gen_tim

set clk_period 15.1
set clk_io_pct 0.2

create_clock -name clk0 -period $clk_period [get_ports {clk}]

set non_clock_inputs [all_inputs -no_clocks]
set_input_delay [expr $clk_period * $clk_io_pct] -clock clk0 $non_clock_inputs
set_output_delay [expr $clk_period * $clk_io_pct] -clock clk0 [all_outputs]
```
**./design.v**
```verilog
module pulse_gen_tim
#(parameter WIDTH=25)
(
	input clk, enable, reset,
	input tim,  
	input [WIDTH-1:0] delay_in,
	input [WIDTH-1:0] duration_in,
	input [WIDTH-1:0] T_in,	
	output reg out_signal=0
);
	reg [7:0] count [3:0];
	reg[31:0] value; 
	reg		state=0;
	localparam S0 = 1'b0, S1 = 1'b1;
	reg [31:0] duration=0;
	reg [31:0] pulse_time=0;
	reg [31:0] delay=0;
	reg[20:0] count_tim=0; 
	reg equality_delay;
	reg equality_time;
	reg equality_dur;
	reg equality_zero;
	reg cout1=0;
	reg cout2=0;
	reg cout3=0;
always @ (posedge clk ) 
begin		
	if (reset) begin
		out_signal<=1'b0;
		state <= S0;end			
	else begin
		case (state)
			S0:begin
			  count[0] <= 8'd0;
			  count[1]    <= 8'd0;
			  count[2]    <= 8'd0;
			  count[3]    <= 8'd0; 
			if(tim)count_tim<=count_tim+1'b1;
			else if (enable) begin
				state <= S1;						
			end						
			end 
			S1:begin
				if (equality_delay)
					out_signal<=1'b1;					
				if (equality_time)
					out_signal<=1'b0;	
				if (equality_dur)					
				begin
					out_signal<=1'b0;
					state <= S0;
					count_tim<=21'd0;						
				end
			  count[0] <= count[0] + 8'd1;  
			end				
			default:state <= S0;
			endcase
			if(cout1)count[1]  <=count[1]+8'd1;
			if(cout2&&cout1)count[2]  <= count[2]+8'd1;
			if(cout3&&cout2&&cout1)count[3] <= count[3]+8'd1;	
	end	
end
always @ (posedge clk )begin			
	 equality_time<=value==pulse_time;
	 equality_delay<=value==delay;
	 equality_dur<=(value>=duration);			
	if(state==S0)	begin						 
		 pulse_time<=T_in;	 
		 delay<=delay_in;	
	end 
	if(count_tim>duration_in)
		duration<=duration_in;
	else duration<=duration_in-count_tim;
	 cout1<=(count[0]==8'hfe);				  
	 cout2<=&count[1]; 
	 cout3<=&count[2]; 
	 value[(7):(0)] <= count[0];
	 value[(15):(8)] <= count[1];
	 value[(23):(16)] <= count[2];
	 value[(31):(24)] <= count[3];
end
endmodule
```
**./run.sh**
```bash
#!/bin/bash
# OpenROAD 26Q1-2900-gdf79404cd8, Yosys 0.63+post, stock flow scripts
make -C /OpenROAD-flow-scripts/flow DESIGN_CONFIG=/design/flow/config.mk WORK_HOME=/design/flow/orfs finish
```
==> run notes <==
## GRT
* number of global-route vias before repair: 5,703
* maximum number of pins on one net before global-route repair: 61
* wire length of the first global-routing pass: 29.6 mm
* antenna violations before repair: 0
* global routing usage summed across all routing layers: 18.6%
* Remaining Overflow, GRT: 0

## CTS
* buffer levels on the longest clock path: 2
* clock buffers created by TritonCTS: 17
* # H-tree levels: 4
* clock root cell: clkbuf_16
* # Post-CTS Setup Buffers: 0
* clk sinks: 169
* # resized after CTS: 0
* clock-pin slew reported for the worst setup and hold paths after clock tree synthesis: 0.07 ns
* TritonCTS clock tree: yes
* hold-fix buffers at CTS: 0
* clock latency on the worst-skew pair: 0.42 ns

## Outcome
* status: finished, final reports clean

## Final timing
* max frequency: 178 MHz
* final tally of max-slew violations: 0
* period utilization: 37.2%
* Final Setup Violations: 0
* Tightest Pin Transition: 0.841 ns
* clock tree skew after final layout: 0.0132 ns
* post-layout minimum cycle time: 5.62 ns
* number of endpoints with negative hold slack in the final report: 0
* RSZ-0062 raised after global routing: false
* worst slew margin relative to its limit: 43.9%
* Setup Total Neg Slack: 0 ns

## Synth
* YS chip area: 8350 µm²
* most common library cells after synthesis: edfxtp_1, dfxtp_1, xor2_1
* Unique masters post-synth: 60
* dominant cells by area after synthesis: edfxtp_1, dfxtp_1, ha_1
* number of cells produced by synthesis: 762
* Yosys top cell by instances: edfxtp_1
* cell taking the most area after synthesis: edfxtp_1
* cell area after synthesis: 8350 µm²
* syn_area_per_cell: 11.0 µm²
* yosys cell count: 762
* Seq/Total Area, Yosys: 52.9%
* number of enable-type register cells in the synthesized netlist: 103
* fraction of registers with async set/reset: 0%
* yosys warns: 2
* synthesized flop and latch total: 169
* commonest register cell after synthesis: edfxtp_1
* Largest type area fraction: 37.0%

## Layout
* fin util: 49.2%
* post-route design area: 10,000 µm²
* number of standard cells in the layout, taps in and fillers out: 1,135
* share of cells above drive strength 1: 5.90%
* P&R area growth vs syn: 20.1%

## Routing
* post-detailed-route via-to-cell ratio: 4.95
* final wirelength: 17.9 mm
* remaining routing DRC violations: 0
* drt initial violations: 343
* Avg WL per Cell: 15.8 µm
* First-pass DRT Iterations: 5
* total number of vias: 5,613
* ANT cells: 0
* remaining number of nets flagged by the antenna check after routing: 0

## Pwr
* power density normalized to cell area: 114 nW/µm²
* total chip power: 1.14 mW
* VDD IR-drop max: 0.0698 mV
* Leakage: 3.95 nW

## Setup path
* delay of the slowest cell on the worst path: 0.39 ns
* capturing element type of the critical path: flop
* critical-path cell list: clkdlybuf4s50_1 > inv_1 > ha_1 > inv_1 > fa_1 > a21o_1 > a21bo_1 > a21oi_1 > o31ai_2 > o31ai_4 > buf_4 > mux2_4
* Worst Setup Start Kind: input pin
* critical setup path kind: input pin to flop
* largest fanout of any net on the critical path: 41
* Slowest cell on crit path: clkdlybuf4s50_1
* CP most frequent cell: inv_1
* Arr. time, crit path: 5.93 ns
* required time at the worst-slack endpoint: 15.42 ns

## Floorplan
* Core Area: 20,400 µm²
* floorplan die height: 146 µm
* Die Footprint: 21,500 µm²
* standard-cell row count: 52
* initial standard-cell utilization of the core: 41.0%
* IO Count: 80
* die extent in x: 146 µm

## Placed design
* RD Place Congestion: 0.875
* DP Wirelength: 13.5 mm
* Post-DP Area: 9460 µm²
* count of input and output buffers: 79
* number of cells in the design after placement: 1,103

## Run
* warning total across the stage logs: 26
* maxcap violations: 0

## Min path
* class of the tightest hold or removal check: flop to flop

==> final timing paths <==
kind,start,to,slack [ns],depth (start not counted)
worst max-delay path,duration_in[0],duration[1],9.48,12
worst min-delay path,count[3][7],value[31],0.39,0
worst max register to register,count_tim[0],duration[1],12.02,10
worst min register to register,count[3][7],value[31],0.39,0
==> routing by layer <==
metal  wire [µm]  global-route usage, %
met3        1090                   5.48
met2        8110                   27.9
met5           0                      0
met4         192                   1.93
met1        8530                   29.1
==> sequential cells by signal, summed over array words and instances, names as in the netlist <==
register        cells
count              32
value              32
duration           26
delay              25
pulse_time         25
count_tim          21
cout1               1
cout2               1
cout3               1
equality_delay      1
equality_dur        1
equality_time       1
out_signal          1
state               1
==> power by group <==
group / leakage, nW / total (mW) / switching [mW] / internal, mW
Combinational: 2.09 / 0.169 / 0.0885 / 0.0806
Sequential: 1.60 / 0.554 / 0.0230 / 0.531
Clock: 0.261 / 0.421 / 0.189 / 0.232
Total: 3.95 / 1.14 / 0.301 / 0.843
==> critical path: cells and delay by family <==
family	cells	cell delay [ns]
multiplexers	1	0.33
buffers and inverters	4	0.88
AND-OR/OR-AND	5	1.10
adder cells (fa/ha/maj)	2	0.57
==> cells by family after synthesis <==
logic type / count (synthesis) / share of synthesized area (%)
buffers and inverters: 67 / 3.16
flip-flops: 169 / 52.9
AND/OR/NAND/NOR: 223 / 12.8
multiplexers: 4 / 0.539
XOR/XNOR: 108 / 11.3
adder cells (fa/ha/maj): 60 / 9.08
AND-OR/OR-AND: 131 / 10.3
==> cell type report <==
class	count	area, µm²
clock buffers	19	433
clock inverters	13	134
fillers	1865	10300
inverters	53	199
multi-input cells	526	3670
flip-flops and latches	169	4410
well taps	270	338
repair buffers	85	836
==> cell usage in the layout, fill, tap and decap left out, types with 16 or more instances in the layout <==
cell / count
nand2_1: 57
clkdlybuf4s50_1: 79
edfxtp_1: 103
nand3_1: 30
nand4_1: 16
o21ai_0: 38
ha_1: 59
inv_1: 52
a21o_1: 16
xor2_1: 64
xnor2_1: 44
a21oi_1: 38
dfxtp_1: 66
nor2_1: 62
clkbuf_16: 17
==> through the flow <==
| step | worst slack (ns) | hold slack (ns) |
|---|---|---|
| finish | 9.48 | 0.390 |
| global route | 9.33 | 0.411 |
| floorplan | 9.76 | 0.368 |
| detailed placement | 9.05 | 0.383 |
| global placement | 9.09 | 0.373 |
| CTS | 9.50 | 0.393 |
No activity file was given, so power comes from the tool's default toggle rates.
